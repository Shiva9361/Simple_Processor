**config.mk**
```make
export PLATFORM = sky130hd
export DESIGN_NAME = alu_control
export DESIGN_NICKNAME = alu_control
export VERILOG_FILES = /design/flow/design.v
export SDC_FILE = /design/flow/constraint.sdc
export NUM_CORES = 4
export LEC_CHECK = 1
export CORE_AREA = 10 10 70 70
export DIE_AREA = 0 0 80 80
```
**constraint.sdc**
```tcl
current_design alu_control

set clk_period 2.5
set clk_io_pct 0.2

create_clock -name clk0 -period $clk_period

set non_clock_inputs [all_inputs -no_clocks]
set_input_delay [expr $clk_period * $clk_io_pct] -clock clk0 $non_clock_inputs
set_output_delay [expr $clk_period * $clk_io_pct] -clock clk0 [all_outputs]
```
**design.v**
```verilog
module ALU(control,input1,input2,out);
input [6:0] control;
input [31:0] input1;
input [31:0] input2;
output [31:0] out;
wire [31:0] mux_input1,mux_input2,mux_input3,mux_input4,mux_input5,mux_input6,mux_input7,mux_input8,mux_input9,mux_input10,mux_input11,mux_input12,mux_input13,mux_input14,mux_input15,mux_input16;
nbitadder adder(input1,input2,mux_input1);
nbitsubtractor subtrator(input1,input2,mux_input2);
nbitxor xorgate(input1,input2,mux_input3);
nbitor orgate(input1,input2,mux_input4);
nbitand andgate(input1,input2,mux_input5);
left_shifter leftshifter(input1,input2,mux_input6);
right_shifter rightshifter(input1,input2,mux_input7);
right_shifter_arith rightshifterarith(input1,input2,mux_input8);
set_less_than setlessthan(input1,input2,mux_input9);
set_less_than_u setlessthanu(input1,input2,mux_input10);
assign mux_input11 =0;
assign mux_input12 =0;
assign mux_input13 =0;
assign mux_input14 =0;
assign mux_input15 =0;
assign mux_input16 =0;
MUX16_1_32 mux(mux_input1,mux_input2,mux_input3,mux_input4,mux_input5,mux_input6,mux_input7,mux_input8,mux_input9,mux_input10,mux_input11,mux_input12,mux_input13,mux_input14,mux_input15,mux_input16,out,control[3:0]);
endmodule
module alu_control(instruction,control);
input [31:0] instruction;
output [6:0] control;
assign control= (instruction[6:0] == 7'b0110011) ? (instruction[14:12] == 3'b000) ?(instruction[31:25] == 7'b0000000) ? 7'b0 : 7'b1 : (instruction[14:12] == 3'b100) ? 7'b10 : (instruction[14:12] == 3'b110) ? 7'b11 : (instruction[14:12] == 3'b111) ? 7'b100 :(instruction[14:12] == 3'b001) ? 7'b101 : (instruction[14:12] == 3'b101) ? (instruction[31:25] == 7'b0000000) ? 7'b110 :7'b111: (instruction[14:12] == 3'b010) ? 7'b1000 :7'b1001: 7'b0;
endmodule
```
**run.sh**
```bash
#!/bin/bash
# OpenROAD 26Q1-2900-gdf79404cd8, Yosys 0.63+post, stock flow scripts
make -C /OpenROAD-flow-scripts/flow DESIGN_CONFIG=/design/flow/config.mk WORK_HOME=/design/flow/orfs finish
```
==> impl_table.tex <==
% Implementation results table
\begin{tabular}{lr}
\hline
Metric & Value \\
\hline
\multicolumn{2}{l}{\textbf{GRT}} \\
\quad Maximum number of pins on one net before global-route repair & 7 \\
\quad Number of global-route vias before repair & 216 \\
\quad GR Util met2 & 4.57\% \\
\quad Global-route track usage on met3 & less than 1\% \\
\quad Global-route wire length before repair & between 1000 and 1500 um \\
\quad Leftover overflow at the end of global routing & 0 \\
\quad Busiest layer in global routing & met2 \\
\quad Overall track demand over capacity in global routing & 2.05\% \\
\quad GR met1 Demand/Resource & 2.04\% \\
\quad Number of antenna violations at the first check in global routing & 0 \\
\multicolumn{2}{l}{\textbf{Critical path}} \\
\quad Delay of the slowest critical-path stage & 390 ps \\
\quad Worst-path fanout max & 4 \\
\quad Worst Setup End Kind & primary output \\
\quad CP Data Required Time & 2000 ps \\
\quad Total buffers and inverters traversed by the critical path & 2 \\
\quad Series of cell instances along the critical path & clkdlybuf4s50\_1, nand4bb\_1, nor3\_2, and3\_1, dlygate4sd2\_1 \\
\quad Setup Crit Path Kind & in2out \\
\quad Kind of cell with the highest combined delay on the critical path & simple AND/OR/NAND/NOR gates \\
\quad Slowest cell on crit path & clkdlybuf4s50\_1 \\
\quad Depth of the critical timing path with buffers and inverters included & 5 \\
\quad Data arrival time of the critical path & approximately 1800 ps \\
\quad Kind of launch point of the worst setup path & input port \\
\multicolumn{2}{l}{\textbf{Die}} \\
\quad Boundary pin count & 39 \\
\quad Die y size & 80 um \\
\quad Site Rows & 21 \\
\quad Chip width & 80 um \\
\quad Die area & between 6000 and 7000 sq um \\
\quad Floorplan core density & approximately 3.7\% \\
\quad Core region area & between 3000 and 4000 sq um \\
\multicolumn{2}{l}{\textbf{Placement}} \\
\quad Final RePlAce weighted congestion & 0.649 \\
\quad Post-detail-place hpwl & between 600 and 700 um \\
\quad Placed Area & 387 sq um \\
\quad DP Worst Slack & -101 ps \\
\quad Count of input and output buffers & 21 \\
\multicolumn{2}{l}{\textbf{Drt}} \\
\quad Vias per cell & 2.34 \\
\quad 1st-iter DRT viols & 12 \\
\quad Number of search-and-repair iterations in the first detailed-routing pass & 4 \\
\quad Routed wire length & 703 um \\
\quad DR DRC count & 0 \\
\quad Total number of vias & 201 \\
\quad Antenna cells & 0 \\
\quad Routed length per instance & roughly 8.2 um \\
\quad Routed Antenna Nets & 0 \\
\multicolumn{2}{l}{\textbf{Final timing}} \\
\quad Number of failing setup endpoints in the final timing report & 0 \\
\quad Unrepaired setup endpoints after global routing & false \\
\quad Final critical-path setup slack & 242 ps \\
\quad Share of the clock period used by the worst path & 90.3\% \\
\quad Max Transition Viols Final & 0 \\
\quad Max Clk Rate & roughly 440 MHz \\
\quad Shortest period the worst path allows & 2260 ps \\
\quad Worst Hold Slack & 1740 ps \\
\quad Fin. Hold Viols & 0 \\
\multicolumn{2}{l}{\textbf{Yosys}} \\
\quad Distinct lib cells used & 15 \\
\quad Syn Inst Count & 19 \\
\quad Sequential share of the synthesized area & 0\% \\
\quad Syn Area/Cell & 6.65 sq um \\
\quad Post-Syn Area & about 130 sq um \\
\quad Cells in synth\_stat.txt & 19 \\
\quad Yosys Warn Count & 0 \\
\quad Synthesis area per yosys & 126 sq um \\
\multicolumn{2}{l}{\textbf{Final layout}} \\
\quad Final Core Density & between 10 and 15\% \\
\quad Share of post-route cells with drive strength above 1 & under 10\% \\
\quad Area occupied by registers & 0 sq um \\
\quad Area growth from synthesis to final layout & 201\% \\
\quad Top logic cells by instance count in the layout & clkdlybuf4s50\_1, dlygate4sd2\_1, conb\_1 \\
\quad Number of fill cells in the layout & around 400 \\
\quad Final cell area excluding filler cells & 380 sq um \\
\quad Tally of clock buffers in the finished layout & 0 \\
\quad Number of sequential cells & 0 \\
\quad Top cell excl fill/tap & clkdlybuf4s50\_1 \\
\multicolumn{2}{l}{\textbf{Pwr}} \\
\quad Max rail drop VDD & roughly 0.015 mV \\
\quad Leakage power total & 0.158 nW \\
\quad Power Dens Cells & 93.3 nW/um\^{}2 \\
\quad Overall power of the completed layout & 35.5 uW \\
\multicolumn{2}{l}{\textbf{Job}} \\
\quad Tool Warnings & roughly 47 \\
\quad Number of maximum-capacitance constraint violations & 0 \\
\multicolumn{2}{l}{\textbf{Run status}} \\
\quad Result of the run & finished, final reports clean \\
\multicolumn{2}{l}{\textbf{Min path}} \\
\quad Cell count of the worst hold path & 5 \\
\quad Worst Hold Class & in2out \\
\hline
\end{tabular}
==> power breakdown <==
group          switching (mW)  total (mW)  internal [mW]
Sequential                  0           0              0
Clock                       0           0              0
Combinational         0.00847      0.0355         0.0270
==> layer usage <==
layer  share of wire (%)  routed length [um]  vias to the layer above
li1                    -                   -                      106
met1                  34                 242                       90
met2                  63                 441                        5
met3                 2.7                  19                        0
met4                   0                   0                        0
met5                   0                   0                        -
==> synthesized netlist by cell type, drive strengths merged <==
library cell,n,area [sq um]
o21a,1,7.51
nand2,2,7.51
conb,1,3.75
nor4,1,6.26
nor3,2,15.0
a221oi,1,8.76
nand3b,1,7.51
nand4bb,1,11.3
buf,3,22.5
nand2b,1,6.26
inv,1,3.75
and3b,1,8.76
o21ai,1,5.00
and3,2,12.5
==> worst paths after layout <==
path           start          to
max   instruction[6]  control[2]
min   instruction[2]  control[0]
==> cell families after synthesis <==
kind of cell	after synthesis	synth area share (%)
and+or+nand+nor	11	59.4
buffers and inverters	4	20.8
other	1	2.97
AOI/OAI and AO/OA	3	16.8
==> repair_timing <==
item	4_1_cts	5_1_grt
buffers inserted	0	0
resized	5	0
hold buffers	0	0
endpoints found under the setup margin	4	0
==> worst min-delay path: cells and delay by family <==
| kind | cells | cell delay (ps) |
|---|---|---|
| AND-OR/OR-AND | 1 | 100 |
| buffers and inverters | 2 | 440 |
| AND/OR/NAND/NOR | 2 | 210 |
==> area by class of cell <==
| cell class | count | area [sq um] | area share, % |
|---|---|---|---|
| repair buffers | 22 | 211 | 55.6 |
| well taps | 46 | 57.6 | 15.1 |
| inverters | 1 | 3.75 | 0.987 |
| multi-input cells | 17 | 108 | 28.3 |
==> per-stage QoR <==
stage | cells | setup TNS [ps]
after floorplan | 21 | 0
after global placement | 86 | -270
after detailed placement | 86 | -343
after CTS | 86 | 0
after global routing | 86 | 0
final | 86 | 0
Power figures rest on the tool's default switching activity, not on a simulated workload.
