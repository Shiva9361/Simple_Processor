==> flow/config.mk <==
export PLATFORM = sky130hd
export DESIGN_NAME = ALU
export DESIGN_NICKNAME = ALU
export VERILOG_FILES = /design/flow/design.v
export SDC_FILE = /design/flow/constraint.sdc
export NUM_CORES = 4
export LEC_CHECK = 1
export CORE_UTILIZATION = 30
==> flow/constraint.sdc <==
current_design ALU

set clk_period 25.5
set clk_io_pct 0.2

create_clock -name clk0 -period $clk_period

set non_clock_inputs [all_inputs -no_clocks]
set_input_delay [expr $clk_period * $clk_io_pct] -clock clk0 $non_clock_inputs
set_output_delay [expr $clk_period * $clk_io_pct] -clock clk0 [all_outputs]
==> flow/design.v <==
module halfadder(a,b,s,c);
    input a,b;
    output s,c;
    xor(s,a,b);
    and(c,a,b);
endmodule
module fulladder(a,b,cin,s,cout);
    input a,b,cin;
    output s,cout;
    wire w1,w2,w3;
    halfadder h1(a,b,w1,w2);
    halfadder h2(cin,w1,s,w3);
    or(cout,w2,w3);
endmodule
module nbitadder(a,b,s);
parameter n=32;
input [n-1:0] a;
input [n-1:0]b;
output [n-1:0] s;
wire [n-1:0] c;
genvar i;
generate
    for (i = 0 ;i<n ;i=i+1 ) 
        begin
        if (i==0) begin
            halfadder f(a[0],b[0],s[0],c[0]);
        end
        else begin
            fulladder f(a[i],b[i],c[i-1],s[i],c[i]);
        end
        end
endgenerate
endmodule
module ALU(control,input1,input2,out);
input [6:0] control;
input [31:0] input1;
input [31:0] input2;
output [31:0] out;
wire [31:0] mux_input1,mux_input2,mux_input3,mux_input4,mux_input5,mux_input6,mux_input7,mux_input8,mux_input9,mux_input10,mux_input11,mux_input12,mux_input13,mux_input14,mux_input15,mux_input16;
nbitadder adder(input1,input2,mux_input1);
nbitsubtractor subtrator(input1,input2,mux_input2);
nbitxor xorgate(input1,input2,mux_input3);
nbitor orgate(input1,input2,mux_input4);
nbitand andgate(input1,input2,mux_input5);
left_shifter leftshifter(input1,input2,mux_input6);
right_shifter rightshifter(input1,input2,mux_input7);
right_shifter_arith rightshifterarith(input1,input2,mux_input8);
set_less_than setlessthan(input1,input2,mux_input9);
set_less_than_u setlessthanu(input1,input2,mux_input10);
assign mux_input11 =0;
assign mux_input12 =0;
assign mux_input13 =0;
assign mux_input14 =0;
assign mux_input15 =0;
assign mux_input16 =0;
MUX16_1_32 mux(mux_input1,mux_input2,mux_input3,mux_input4,mux_input5,mux_input6,mux_input7,mux_input8,mux_input9,mux_input10,mux_input11,mux_input12,mux_input13,mux_input14,mux_input15,mux_input16,out,control[3:0]);
endmodule
module alu_control(instruction,control);
input [31:0] instruction;
output [6:0] control;
assign control= (instruction[6:0] == 7'b0110011) ? (instruction[14:12] == 3'b000) ?(instruction[31:25] == 7'b0000000) ? 7'b0 : 7'b1 : (instruction[14:12] == 3'b100) ? 7'b10 : (instruction[14:12] == 3'b110) ? 7'b11 : (instruction[14:12] == 3'b111) ? 7'b100 :(instruction[14:12] == 3'b001) ? 7'b101 : (instruction[14:12] == 3'b101) ? (instruction[31:25] == 7'b0000000) ? 7'b110 :7'b111: (instruction[14:12] == 3'b010) ? 7'b1000 :7'b1001: 7'b0;
endmodule
module nbitand(a,b,s);
parameter n=32;
input [n-1:0] a;
input [n-1:0]b;
output [n-1:0] s;
genvar i;
generate
    for (i = 0 ;i<n ;i=i+1 ) 
        begin
            and uut(s[i],a[i],b[i]);
        end
endgenerate
endmodule 
module nbitor(a,b,s);
parameter n=32;
input [n-1:0] a;
input [n-1:0]b;
output [n-1:0] s;
genvar i;
generate
    for (i = 0 ;i<n ;i=i+1 ) 
        begin
            or uut(s[i],a[i],b[i]);
        end
endgenerate
endmodule
module nbitxor(a,b,s);
parameter n=32;
input [n-1:0] a;
input [n-1:0]b;
output [n-1:0] s;
genvar i;
generate
    for (i = 0 ;i<n ;i=i+1 ) 
        begin
            xor uut(s[i],a[i],b[i]);
        end
endgenerate
endmodule
module MUX16_1_32(mux_input1,mux_input2,mux_input3,mux_input4,mux_input5,mux_input6,mux_input7,mux_input8,mux_input9,mux_input10,mux_input11,mux_input12,mux_input13,mux_input14,mux_input15,mux_input16,mux_out,select_lines);
    input  [31:0] mux_input1,mux_input2,mux_input3,mux_input4,mux_input5,mux_input6,mux_input7,mux_input8,mux_input9,mux_input10,mux_input11,mux_input12,mux_input13,mux_input14,mux_input15,mux_input16;
    wire [31:0] mux_input [15:0];
    assign mux_input[0] = mux_input1;
    assign mux_input[1] = mux_input2;
    assign mux_input[2] = mux_input3;
    assign mux_input[3] = mux_input4;
    assign mux_input[4] = mux_input5;
    assign mux_input[5] = mux_input6;
    assign mux_input[6] = mux_input7;
    assign mux_input[7] = mux_input8;
    assign mux_input[8] = mux_input9;
    assign mux_input[9] = mux_input10;
    assign mux_input[10] = mux_input11;
    assign mux_input[11] = mux_input12;
    assign mux_input[12] = mux_input13;
    assign mux_input[13] = mux_input14;
    assign mux_input[14] = mux_input15;
    assign mux_input[15] = mux_input16;
    output [31:0] mux_out;
    input [3:0] select_lines;
    genvar i;
    generate
    for (i=0;i<32;i=i+1) begin
        MUX16_1 mux({mux_input[0][i], mux_input[1][i], mux_input[2][i], mux_input[3][i], mux_input[4][i], mux_input[5][i], mux_input[6][i], mux_input[7][i], mux_input[8][i], mux_input[9][i], mux_input[10][i], mux_input[11][i], mux_input[12][i], mux_input[13][i], mux_input[14][i], mux_input[15][i]},mux_out[i],select_lines);
    end
    endgenerate
endmodule
module MUX16_1(mux_input,mux_out,select_lines);
    input [15:0] mux_input;
    output mux_out;
    input [3:0] select_lines;
    wire s0,s1,s2;
    wire [1:0] out;
    assign s0 = select_lines[3];
    MUX8_1 mux161(mux_input[15:8],out[0],select_lines[2:0]);
    MUX8_1 mux162(mux_input[7:0],out[1],select_lines[2:0]);
    MUX2_1 mux163(out,mux_out,s0);
endmodule
module MUX2_1(mux_input,mux_out,select_lines);
    input [1:0] mux_input;
    output mux_out;
    input select_lines;
    wire s0,s1,s2;
    not(s0,select_lines);
    and(s1,mux_input[0],s0);
    and(s2,mux_input[1],select_lines);
    or (mux_out,s1,s2);
endmodule
module MUX2_1_inv(mux_input,mux_out,select_lines);
    input [1:0] mux_input;
    output mux_out;
    input select_lines;
    wire s0,s1,s2;
    not(s0,select_lines);
    and(s1,mux_input[0],select_lines);
    and(s2,mux_input[1],s0);
    or (mux_out,s1,s2);
endmodule
module MUX4_1(mux_input,mux_out,select_lines);
    input [3:0] mux_input;
    output mux_out;
    input [1:0]select_lines;
    wire s0,s1;
    wire [1:0]out;
    assign s0 = select_lines[0];
    assign s1 = select_lines[1];
    MUX2_1_inv mux41(mux_input[3:2],out[0],s0);
    MUX2_1_inv mux42(mux_input[1:0],out[1],s0);
    MUX2_1 mux43(out,mux_out,s1);
endmodule
module MUX8_1(mux_input,mux_out,select_lines);
    input [7:0] mux_input;
    output mux_out;
    input [2:0] select_lines;
    wire s0,s1,s2;
    wire [1:0] out;
    assign s0 = select_lines[2];
    MUX4_1 mux81(mux_input[7:4],out[0],select_lines[1:0]);
    MUX4_1 mux82(mux_input[3:0],out[1],select_lines[1:0]);
    MUX2_1 mux83(out,mux_out,s0);
endmodule
module set_less_than_u(input1,input2,out);
input [31:0] input1,input2;
output [31:0] out;
assign out = (input1<input2) ? 1:0;
endmodule
module set_less_than(input1,input2,out);
input [31:0] input1,input2;
output [31:0] out;
assign out = (input1[31] & 1'b1) ? (input2[31] & 1'b1)? input1>input2 ? 1:0 : 1 : (input2[31] & 1'b1) ? 0: input1 < input2 ?1:0;
endmodule
module left_shifter(input1,input2,out);
input [31:0] input1;
input [31:0] input2; 
output [31:0] out;
wire [31:0] shifted;
genvar i;
generate
    for (i = 0; i < 32; i = i + 1) begin
        assign shifted[i] = (i < input2) ? 0 : input1[i - input2];
    end
endgenerate
assign out = shifted;
endmodule
module right_shifter(input1,input2,out);
input [31:0] input1;
input [31:0] input2; 
output [31:0] out;
wire [31:0] shifted;
genvar i;
generate
    for (i = 0; i < 32; i = i + 1) begin
        assign shifted[i] = (i + input2 > 31) ? 0 : input1[i + input2];
    end
endgenerate
assign out = shifted;
endmodule
module right_shifter_arith(input1,input2,out);
input [31:0] input1;
input [31:0] input2; 
output [31:0] out;
wire [31:0] shifted;
assign sign = input1[31];
genvar i;
generate
    for (i = 0; i < 32; i = i + 1) begin
        assign shifted[i] = (i + input2 > 31) ? sign : input1[i + input2];
    end
endgenerate
assign out = shifted;
endmodule
module nbitsubtractor(a,b,s);
parameter n=32;
input [n-1:0] a,b;
output [n-1:0] s;
wire [n-1:0] c;
genvar i;
generate
    for (i = 0 ;i<n ;i=i+1 ) 
    begin
    if (i==0) begin
        half_subtractor f(a[0],b[0],s[0],c[0]);
    end
    else begin
        full_subtractor f(a[i],b[i],c[i-1],s[i],c[i]);
    end
    end
endgenerate
endmodule
module full_subtractor(a,b,bi,y,bo);
input a,b,bi;
output y,bo;
wire w1,w2,w3;
half_subtractor g1(a,b,w1,w2);
half_subtractor g2(w1,bi,y,w3);
or(bo,w2,w3);
endmodule
module half_subtractor(a,b,d,bo);
input a,b;
output d,bo;
xor g1(d,a,b);
wire nota;
not g2(nota,a);
and g3(bo,nota,b);
endmodule
==> flow/run.sh <==
#!/bin/bash
# OpenROAD 26Q1-2900-gdf79404cd8, Yosys 0.63+post, stock flow scripts
make -C /OpenROAD-flow-scripts/flow DESIGN_CONFIG=/design/flow/config.mk WORK_HOME=/design/flow/orfs finish
==> metrics.cfg <==
[worst_setup_path]
slowest_delay_ns=0.67
cp_slowest_cell=clkdlybuf4s50_1
startpoint=input1[0]
cp-end-kind=output pin
worst_path_most_repeated_cell=fa_1
start_kind=primary input
crit_type=in -> out
crit_fanout=9
arrival_ns=19.86
critPathRequiredTime_ns=20.40
endpoint=out[30]

[floorplan]
initCoreUtil_pct=30.3
dieHeight_um=295
fp.dieW_um=295
die_area_sq_um=87100
ios=103
rows=107
core_area_sq_um=85100

[logic_synthesis]
syn-mean-instance-area_sq_um=6.90
synth.comb.largest_family=AND-OR/OR-AND gates
yosysSeqAreaShare_pct=0
fa_ha_area_share_pct=10.4
synth_area_sq_um=25800
ys_sh_simple_pct=27.9
ys_sh_mux_pct=15.5
synth_warnings=2
synth_stat.cells=3736
ys_chip_area_sq_um=25800
yosys-top-cells-area=mux4_2, xnor2_1, ha_1
synthCells=3736
post_synth_xor_area_fraction_pct=8.26
yosys.area.top_type=mux4_2
top_area_share_pct=9.00
aoi_share_pct=29.1
synth_cell_types=95

[drt]
drt-initial-drc-count=7218
drtAntennaViolNets=0
via_per_inst=8.05
vias=40000
firstDrtPassIters=9
wl_per_cell_um=55.3
drc=0
detail_route.wirelength_um=275000

[final_layout]
layout-drive-gt1-share_pct=16.7
final-seq-area_sq_um=0
clkbuf_count=0
synthToLayoutAreaGrowth_pct=13.7
final_cell_mix=buf_4, a21oi_1, nand2_1, o21ai_0, nor2_1
fin_util_pct=34.4
finalNonFillerCells=4974
final_layout_top_logic_cell=buf_4
mi_logic_area_sq_um=23600
fillers=9347
flop-count=0

[global_routing]
grt_max_degree=73
grt_pass1_wl_um=356000
grt_pass1_vias=36200
grt_usage_pct=63.2
gr-total-overflow=0
antenna_found_initial=54

[outcome]
outcome=finished clean

[clock_tree]
cts_resized=0
post_cts_buffers=0
cts_hold_buf=0

[pwr]
power_density_nw_per_um2=24.2
p_sw_uw=505
vdd_drop_max_mv=0.0151
p_int_uw=204
swShare_pct=71.2
p_leak_nw=9.54

[timing]
rsz0062_at_grt=no
finalClockPeriodUsage_pct=97.9
slew_viol_final=0
hold_violations=0
period_needed_ns=24.96
setup_slack_ns=0.541
relSlewSlack_pct=4.86
fmax_mhz=40.1
worstMarginPinSlew_ns=1.41
setup_tns_ns=0
setup_violations=0

[flow_run]
maxCapViolCount=0
tool_warnings=118

[placement]
dp.cells=4918
hpwl_um=202000
portBuffers=100
gp_congestion=1.22
pre_cts_slack_ns=0.780

[worst_hold_path]
hold_path_class=in -> out

[layer usage]
layer | GRT usage, % | vias up | share of wire, %
met5 | 28.4 | - | 1.2
met4 | 44.8 | 81 | 9.8
met3 | 49.8 | 1555 | 20
met2 | 75.7 | 4717 | 35
met1 | 71.6 | 19200 | 35
li1 | - | 14500 | -
[stage by stage]
stage | total power, mW | hold WS [ns] | instance area (sq um)
floorplan | 0.332 | 10.58 | 25800
global route | 0.696 | 11.45 | 29200
detailed placement | 0.641 | 11.31 | 29100
finish | 0.709 | 11.35 | 29300
global placement | 0.648 | 11.32 | 29100
CTS | 0.643 | 11.31 | 29100
[area by class of cell]
class              instances  share of cell area [%]
diodes                    56                   0.479
inverters                112                    1.44
multi-input cells       3188                    80.7
well taps               1144                    4.89
repair buffers           474                    12.5
[synthesized netlist by cell type (16+ instances only)]
| master | number |
|---|---|
| a21o_1 | 26 |
| mux4_2 | 103 |
| buf_1 | 70 |
| and3_1 | 26 |
| a211oi_1 | 66 |
| and4_1 | 32 |
| o32ai_1 | 16 |
| xnor2_1 | 237 |
| or4_1 | 35 |
| nor2b_1 | 24 |
| o221ai_1 | 16 |
| o21ai_0 | 261 |
| nand3_1 | 157 |
| a21oi_1 | 289 |
| nor3_1 | 189 |
| buf_2 | 54 |
| nand2b_1 | 20 |
| mux2_2 | 35 |
| nand2_1 | 263 |
| a31oi_1 | 71 |
| ha_1 | 119 |
| o2111ai_1 | 46 |
| mux2i_1 | 126 |
| o22ai_1 | 40 |
| nor2_1 | 255 |
| nor4_1 | 108 |
| or3_1 | 21 |
| inv_1 | 92 |
| a41oi_1 | 16 |
| clkbuf_1 | 271 |
| o211ai_1 | 43 |
| fa_1 | 60 |
| buf_4 | 39 |
| o31ai_1 | 43 |
| nand4_1 | 130 |
| a2111oi_0 | 21 |
| a311oi_1 | 16 |
[cells by family (layout without fill, tap and decap cells)]
| kind of cell | after synthesis | after routing |
|---|---|---|
| AND/OR/NAND/NOR | 1355 | 1355 |
| AND-OR/OR-AND | 1146 | 1146 |
| buffers and inverters | 548 | 586 |
| multiplexers | 265 | 265 |
| XOR/XNOR | 243 | 243 |
| adder cells (fa/ha/maj) | 179 | 179 |
| other | 0 | 56 |
[worst min path at each step]
stage         endpoint      start  slack, ns  cells after the start
CTS            out[23]  input2[5]      11.31                      6
global route   out[23]  input2[5]      11.45                      6
finish         out[23]  input2[5]      11.35                      6
[critical path, delay by kind of cell]
| family | cells | cell delay (ns) |
|---|---|---|
| fa+ha+maj | 31 | 12.38 |
| buf+inv | 4 | 1.34 |
| simple gates | 2 | 0.45 |
| compound gates | 1 | 0.29 |
| mux | 1 | 0.23 |
Power and IR drop assume default switching activity.
